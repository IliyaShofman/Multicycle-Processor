==> flow/config.mk <==
export PLATFORM = sky130hd
export DESIGN_NAME = HEXs
export DESIGN_NICKNAME = HEXs
export VERILOG_FILES = /design/flow/design.v
export SDC_FILE = /design/flow/constraint.sdc
export NUM_CORES = 4
export LEC_CHECK = 1
export CORE_AREA = 10 10 93 93
export DIE_AREA = 0 0 103 103
==> flow/constraint.sdc <==
current_design HEXs

set clk_period 2.5
set clk_io_pct 0.2

create_clock -name clk0 -period $clk_period

set non_clock_inputs [all_inputs -no_clocks]
set_input_delay [expr $clk_period * $clk_io_pct] -clock clk0 $non_clock_inputs
set_output_delay [expr $clk_period * $clk_io_pct] -clock clk0 [all_outputs]
==> flow/design.v <==
module chooseHEXs
(
in0, in1, in2, in3,
select, out1, out0
);
input 	[7:0] in0, in1, in2, in3;
input	[1:0] select;
output 	[6:0] out0, out1;
reg		[7:0] temp_in;
always@(*)
begin
	if( select == 0 )
		temp_in = in0;
	else if( select == 1 )
		temp_in = in1;
	else if( select == 2 )
		temp_in = in2;
	else if( select == 3 )
		temp_in = in3;
	else
		temp_in = in0;
end
HEX hex0 ( temp_in[7:4], out1 );
HEX hex1 ( temp_in[3:0], out0 );
endmodule
module HEXs
(
in0, in1, in2, in3,selH,
out0, out1, out2, out3,
out4, out5
);
input 	[7:0] in0, in1, in2, in3;
input 	selH;
output 	[6:0] out0, out1, out2, out3;
output 	[6:0] out4, out5;
reg [3:0] hex_in_0;
reg [3:0] hex_in_1;
reg [3:0] hex_in_2;
reg [3:0] hex_in_3;
reg [3:0] hex_in_4;
reg [3:0] hex_in_5;
always @(selH)
begin
	case (selH)
	   0: begin
		hex_in_0 = in0[3:0];
	   hex_in_1 = in0[7:4];
	   hex_in_2 = in1[3:0];
	   hex_in_3 = in1[3:0];
	   hex_in_4 = 4'b0;
	   hex_in_5 = 4'b0;
      end
	   1: begin
	   hex_in_0 = in1[7:4];
	   hex_in_1 = in1[3:0];
	   hex_in_2 = in2[7:4];
	   hex_in_3 = in2[3:0];
	   hex_in_4 = in3[7:4];
	   hex_in_5 = in3[3:0];
      end
	endcase
end
HEX hex0 ( hex_in_0, out5 );
HEX hex1 ( hex_in_1, out4 );
HEX hex2 ( hex_in_2, out3 );
HEX hex3 ( hex_in_3, out2 );
HEX hex4 ( hex_in_4, out1 );
HEX hex5 ( hex_in_5, out0 );
endmodule
module HEX (in, out);
input 	[3:0] in;
output 	[6:0] out;
reg [6:0] out;
always @(in)
begin
	case (in)
		0: out = 7'b1000000;
		1: out = 7'b1111001;
		2: out = 7'b0100100;
		3: out = 7'b0110000;
		4: out = 7'b0011001;
		5: out = 7'b0010010;
		6: out = 7'b0000010;
		7: out = 7'b1111000;
		8: out = 7'b0000000;
		9: out = 7'b0010000;
		10: out = 7'b0001000;
		11: out = 7'b0000011;
		12: out = 7'b1000110;
		13: out = 7'b0100001;
		14: out = 7'b0000110;
		15: out = 7'b0001110;
	endcase
end
endmodule
==> flow/run.sh <==
#!/bin/bash
# OpenROAD 26Q1-2900-gdf79404cd8, Yosys 0.63+post, stock flow scripts
make -C /OpenROAD-flow-scripts/flow DESIGN_CONFIG=/design/flow/config.mk WORK_HOME=/design/flow/orfs finish
==> deck_impl_summary.md <==
Implementation Results

Outcome
  – Status: finished, violations left
  – Failing checks: setup timing

Timing
  – Fin worst setup slack: -33.32 ps
  – Slew HR: 78.40%
  – Max-slew violations: 0
  – Min Tclk post-route: 2533 ps
  – Max Freq: 0.3947 GHz
  – Final Setup Violations: 1
  – Tightest Pin Transition: 320.6 ps
  – Tcrit/Tclk final: 101.3%
  – RSZ-0062 raised after global routing: yes
  – Final Hold Fails: 0
  – WHS: 1550 ps

Setup path
  – Crit path kind: in -> out
  – Startpoint Class: input pin
  – Worst setup path start: selH
  – Max FO, Critical Path: 5
  – Worst setup EP type: output port
  – Critical path required time: 2000 ps
  – Critical Path AT: 2030 ps

Place
  – Post-DP HPWL: 4827 um
  – GPL Wtd Cong: 0.8552
  – Placed insts: 443
  – Post-place setup slack: -490.5 ps
  – I/O Buffers: 75
  – Post-DP Area: 3198 sq um

Cells and area
  – Layout cells sized above 1: roughly half
  – Top cells excl fill/tap: buf_4, dlygate4sd2_1, mux2i_1, nand2_1
  – Seq cells: 0
  – # clk buffers: 0
  – Most frequent logic cell in the layout: buf_4
  – Logic area: 1929 sq um
  – Final non-filler cell total: 481
  – Syn-to-layout area delta: 105.1%
  – FF+latch area: 0 sq um
  – Number of fill cells: around 550
  – Final instance area: 3796 sq um

Die
  – Die Ht: 103 um
  – FP Rows: 30
  – Die Area: about 11000 sq um
  – FP Util: a little over a quarter
  – Io pins: 75
  – Die X-Extent: between 100 and 150 um
  – Placeable Area: approximately 6800 sq um

Synth
  – Cell Type Count: 40
  – Synthesized area per cell: 8.188 sq um
  – Mapped Cells: 226
  – Yosys warnings: 2
  – Mapped cell area: 1851 sq um
  – Number of cells in Yosys stat: 226
  – Register area share after synthesis: 0%
  – YS chip area: 1851 sq um

Global route
  – Initial antenna violation count: 2
  – Vias in the first global route: 2294
  – First-pass GRT wire length: 10710 um
  – GRT Overall Usage: 11.98%
  – GRT Residual Overflow: 0
  – Largest net degree at the start of global routing: 13

Worst hold path
  – Worst Hold Launch: in3[7]
  – WHS Endpoint: out1[6]
  – Hold crit path type: in -> out
  – Hold Path Depth: 3

Route
  – DR vias: 2253
  – Residual DRC count: 0
  – ANT nets after route: 0
  – DR WL/cell: between 10 and 15 um
  – Initial DRC count: 34
  – Total Routed Length: 6559 um
  – Vias per cell: ~4.7
  – Router iterations before antenna repair: 4

Pwr
  – Pwr dens: 201.7 nW/um^2
  – Power, Total: about 0.77 mW
  – Static Leakage: 1.943 nW
  – Worst VDD drop: 0.0001379 V

Run
  – Tool warnings: 65
  – Max-Cap Viols: 0
cells by family (layout without fill, tap and decap cells):
kind of cell	after synthesis	count (layout)	synth area share [%]
other	0	2	0
xor gates and xnor gates	4	4	1.893
buffers and inverters	41	214	11.22
muxes	45	45	28.80
AOI/OAI and AO/OA	48	48	19.61
adders and majority gates	36	36	24.34
and+or+nand+nor	52	52	14.13
final cells by class:
type,instances,share of cell area (%)
well taps,80,2.637
multi-input cells,185,50.82
inverters,27,2.867
repair buffers,187,43.54
diodes,2,0.1318
power breakdown:
part            total [mW]  switching, mW  internal [mW]  leakage (nW)
combinational        0.765          0.299          0.467          1.94
clock          0.000000107              0    0.000000107     0.0000127
sequential               0              0              0             0
what timing repair did:
item	in CTS	in global routing
gates resized	143	38
pin swaps	22	11
gates cloned	1	1
endpoints found under the hold margin	0	0
setup endpoints to repair	42	27
hold buffers	0	0
setup buffers	27	7
cell usage after synthesis (2+ instances only):
cell,instances,share of area (%)
o31ai_1,2,0.81
a211oi_2,2,1.4
and2_1,4,1.4
a2bb2oi_1,2,0.95
nor3_1,4,1.1
a221o_1,2,1.1
buf_2,3,0.81
clkbuf_1,4,0.81
and3_1,3,1.0
o2bb2ai_1,4,1.9
inv_1,25,5.1
nor3b_1,2,0.81
buf_4,3,1.2
a21oi_1,5,1.4
mux2i_4,3,3.7
o32ai_1,3,1.4
xnor2_1,4,1.9
mux2_2,7,4.3
nand3_1,5,1.4
nor2_1,7,1.4
nand2b_1,5,1.7
inv_2,2,0.41
o22a_1,2,0.95
mux4_2,2,2.4
nor2b_1,3,1.0
ha_1,36,24
mux2i_1,30,16
a22o_1,5,2.4
and3b_1,2,0.95
nand2_1,17,3.4
o21ai_0,5,1.4
mux2i_2,3,2.2
buf_6,3,1.8
a31o_2,3,1.4
o22ai_1,9,3.0
worst max-delay path by stage:
stage	to	slack, ps
CTS	out4[3]	-20
finish	out4[3]	-30
global route	out1[3]	-70
per-stage QoR:
step | utilization (%) | TNS [ps]
2_1_floorplan | - | -37.90
3_3_place_gp | 47.33 | -14320
3_5_place_dp | 47.33 | -14490
4_1_cts | 53.83 | -45.57
5_1_grt | 56.15 | -355.0
6_report | 56.19 | -33.32
per-layer routing:
layer	wire length [um]	share of wire (%)	GRT usage, %
met1	3041	46	15.56
met4	0	0	0.2139
met3	550	8.4	3.656
met2	2967	45	20.19
met5	0	0	0
critical path, stage by stage:
cell and delay (ps):
buf_12 120, buf_6 120, mux2i_4 190, buf_6 130
buf_6 110, ha_4 260, inv_2 20, mux4_2 440
buf_2 130
Power figures rest on the tool's default switching activity, not on a simulated workload.
