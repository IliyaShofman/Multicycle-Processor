==> flow/design.v <==
module VRF
(
clock, vreg1, vreg2, vregw,
vdataw, VRFWrite, vdata1, vdata2,
x0, x1, x2, x3, reset
);
input clock;
input [1:0] vreg1, vreg2, vregw;
input [31:0] vdataw;
input VRFWrite;
input reset;
output [31:0] vdata1, vdata2;
output [31:0] x0, x1, x2, x3;
reg [31:0] v0, v1, v2, v3;
reg [31:0] data1_tmp, data2_tmp;
always @(*)
begin
	case (vreg1)
		0: data1_tmp = v0;
		1: data1_tmp = v1;
		2: data1_tmp = v2;
		3: data1_tmp = v3;
	endcase
	case (vreg2)
		0: data2_tmp = v0;
		1: data2_tmp = v1;
		2: data2_tmp = v2;
		3: data2_tmp = v3;
	endcase
end
always @(posedge clock or posedge reset)
begin
	if (reset) begin
		v0 = 0;
		v1 = 0;
		v2 = 0;
		v3 = 0;
	end	else begin
		if (VRFWrite) begin
			case (vregw)
				0: v0 = vdataw;
				1: v1 = vdataw;
				2: v2 = vdataw;
				3: v3 = vdataw;
			endcase
		end
	end
end
assign vdata1 = data1_tmp;
assign vdata2 = data2_tmp;
assign x0 = v0;
assign x1 = v1;
assign x2 = v2;
assign x3 = v3;
endmodule
==> flow/run.sh <==
#!/bin/bash
# OpenROAD 26Q1-2900-gdf79404cd8, Yosys 0.63+post, stock flow scripts
make -C /OpenROAD-flow-scripts/flow DESIGN_CONFIG=/design/flow/config.mk WORK_HOME=/design/flow/orfs finish
==> flow/config.mk <==
export PLATFORM = sky130hd
export DESIGN_NAME = VRF
export DESIGN_NICKNAME = VRF
export VERILOG_FILES = /design/flow/design.v
export SDC_FILE = /design/flow/constraint.sdc
export NUM_CORES = 4
export LEC_CHECK = 1
export CORE_UTILIZATION = 40
==> flow/constraint.sdc <==
current_design VRF

set clk_period 1.5
set clk_io_pct 0.2

create_clock -name clk0 -period $clk_period [get_ports {clock}]

set non_clock_inputs [all_inputs -no_clocks]
set_input_delay [expr $clk_period * $clk_io_pct] -clock clk0 $non_clock_inputs
set_output_delay [expr $clk_period * $clk_io_pct] -clock clk0 [all_outputs]
==> qor.txt <==
Share of cells above drive strength 1: 79.38%
Synth cell count leaders: dfrtp_1, mux2_2, mux4_2
Synth Area per Inst: 17.79 µm²
Logic gate share of total power: 41.6%
Clock Latency Late Sink: 0.41 ns
Placed instance count: 891
CTS Sinks: 128
FILL cells: 834
Die Wd: 127.3 µm
Reg2Reg Launch Point: v1[30]
Post-synth ARST share: 100.0%
Worst EP arrival: 1.53 ns
Top_reg_cell synth: dfrtp_1
Met1 Usage GRT: 42.31%
Total gr overflow: 0
Tool warnings: 29
CTS tree: done
Via Count: 5607
Diode count: 0
Die height: 127.3 µm
DRC viols: 0
Fin cells: 1118
1st-pass router iterations: 4
Placer Congestion: 0.8583
Core ar.: 15260 µm²
Slew Limit Fails: 0
Most common cell in the netlist: dfrtp_1
Antenna violations before repair: 0
Root buf cell: clkbuf_16
Hold Crit Class: in2async
Final Cycle Share: 122.0%
Register area: 3203 µm²
Maximum clock frequency: 546.4 MHz
Seq share, synth: 51.01%
Ys cells: 353
Min cycle time layout: 1.830 ns
Longest Clk Path Bufs: 2
Htree depth: 4
Final Power: 15.38 mW
Max-Cap Viols: 0
Pint: 11.60 mW
Largest area contributor in the netlist: dfrtp_1
Synth Instances: 353
Post-route ant nets: 0
Switch Pwr: 3.778 mW
Comb area: 2927 µm²
Drt via density: 5.015
GRT Total Usage: 29.88%
CP Max Fanout: 2
Worst Setup SP: v3[8]
Die area: 16200 µm²
First-pass GRT wire length: 34390 µm
GR Layer Usage met2: 46.77%
Failing checks: negative setup slack
Chip Area, Yosys: 6280 µm²
Critical path class: reg2out
Total setup violations reported at the end of the flow: 84
Hold Vio Cnt, Final: 0
Peak VDD IR: 1.081 mV
M3 GR Usage: 11.31%
Busiest grt layer: met2
LEAKAGE: 5.693 nW
CTS buffer count: 17
Max Clock Skew: 0 ns
DR iter-0 viols: 196
Power density over cell area: 1268 nW/µm²
Rel. slew slack: 74.40%
RSZ-0062 raised after global routing: yes
I/O pins: 233
Std cell rows: 45
# port buffers: 232
Sequential share of power: 30.3%
Synth-to-Final Area Change: 93.13%
Placed wire-length estimate: 12880 µm
Count of different cell masters after synthesis: 10
Sw frac: 24.57%
Clock Power Share: 28.1%
Clock-pin slew reported for the worst setup and hold paths after clock tree synthesis: 0.06 ns
Pre-Place Util: 41.16%
Setup TNS: -17.49 ns
Worst setup margin: -0.3300 ns
Slew @ Worst Pin: 0.3840 ns
DR WL/cell: 19.87 µm
Largest net degree at the start of global routing: 72
CTS Hold Bufs: 0
Routed Wire Length: 22220 µm
Number of synthesized flops with an enable pin: 0
Fin util: 79.48%
Worst endpoint required time: 1.20 ns
Ys flops: 128
Dominant cell area share: 51.01%
Status: finished, violations left
Top area cell types: dfrtp_1, mux4_2, mux2_2, buf_2, buf_4
Vias in the first global route: 6374
CP Capture Type: primary output
Syn Std Cell Area: 6280 µm²
Syn. warnings: 1
Type of origin of the critical path: flip-flop
Fin Hold WS: 0.3944 ns
placed cells by master (no fill, tap or decap), drive strengths merged:
| master | instances |
|---|---|
| clkinvlp | 6 |
| nor3b | 1 |
| dlygate4sd2 | 13 |
| bufinv | 4 |
| nand3b | 2 |
| nand3 | 1 |
| clkbuf | 56 |
| dfrtp | 128 |
| clkinv | 5 |
| mux2 | 128 |
| clkdlybuf4s15 | 6 |
| clkdlybuf4s50 | 36 |
| mux4 | 64 |
| buf | 457 |
timing repair:
item	in CTS	in global routing
endpoints found under the hold margin	0	0
resized	749	123
buffers inserted	240	62
setup endpoints to repair	192	152
sequential cells by signal, summed over array words and instances (netlist names):
| name | flops |
|---|---|
| v2 | 32 |
| v0 | 32 |
| v1 | 32 |
| v3 | 32 |
worst paths after layout:
path	to	slack (ns)	cells past startpoint
worst max-delay path	vdata2[8]	-0.33	3
worst min-delay path	v0[2]	0.39	3
worst max register to register	v1[30]	0.15	6
worst min register to register	v0[23]	0.57	1
max in group asynchronous	v2[17]	0.76	3
min in group clk0	v0[23]	0.57	1
power groups by stage:
stage | registers [mW] | logic [mW] | clock network (mW)
finish | 4.66 | 6.40 | 4.32
global route | 4.74 | 6.82 | 4.55
CTS | 4.61 | 6.27 | 4.41
layer usage:
layer | vias to the layer above | routed length, µm
li1 | 2496 | -
met3 | 41 | 1867
met5 | - | 0
met4 | 0 | 569
met2 | 256 | 10860
met1 | 2814 | 8919
cell families after synthesis:
group                  count (synthesis)  share of synthesized area [%]
and+or+nand+nor                        4                         0.5179
buffers and inverters                 29                          2.570
DFF                                  128                          51.01
muxes                                192                          45.91
critical path, stage by stage, from the launching register on:
cell and delay (ns):
dfrtp_1 0.39, buf_6 0.12, mux4_2 0.47, buf_2 0.14
layout make-up:
cell class / instances / share of cell area (%)
multi-input cells: 196 / 24.13
inverters: 1 / 0.06190
clock buffers: 18 / 3.621
repair buffers: 550 / 42.03
flip-flops and latches: 128 / 26.41
clock inverters: 14 / 1.568
well taps: 211 / 2.177
per-stage QoR:
stage | worst slack, ns | instance area, µm²
3_3_place_gp | -0.4239 | 9802
6_report | -0.3300 | 12130
3_5_place_dp | -0.4171 | 9802
4_1_cts | -0.3315 | 12180
2_1_floorplan | -0.3812 | 6289
5_1_grt | -0.3730 | 12130
Power is estimated from default activity; no workload was simulated.
